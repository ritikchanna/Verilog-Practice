==> design/flow/design.v <==
`timescale 1ns / 1ps
module uart_tx(
input[0:7] data,
input ready,
input clock,
output reg serial_out,
output reg done
    );
parameter idle_state = 3'b000;
parameter start_bit = 3'b001;
parameter data_bits = 3'b010;
parameter stop_bit = 3'b011;
parameter cleanup_state = 3'b100;
reg[2:0] state = idle_state;
reg[3:0] bit_count;
always @(posedge clock)
begin
case(state)
idle_state:
begin
serial_out <= 1;
bit_count <= 3'b000;
done <= 0;
if(ready == 1'b1)
state <= start_bit;
end
start_bit:
begin
serial_out <= 1'b0;
state <= data_bits;
end
data_bits:
begin
serial_out = data[bit_count];
bit_count = bit_count + 1;
if(bit_count > 3'b111)
state = stop_bit;
end
stop_bit:
begin
serial_out <= 1'b1;
state <= cleanup_state;
end
cleanup_state:
begin
done <= 1'b1;
state <= idle_state;
end
default:
begin
state <= idle_state;
end
endcase
end
endmodule
==> design/flow/run.sh <==
#!/bin/bash
# OpenROAD 26Q1-2900-gdf79404cd8, Yosys 0.63+post, stock flow scripts
make -C /OpenROAD-flow-scripts/flow DESIGN_CONFIG=/design/flow/config.mk WORK_HOME=/design/flow/orfs finish
==> design/flow/config.mk <==
export PLATFORM = sky130hd
export DESIGN_NAME = uart_tx
export DESIGN_NICKNAME = uart_tx
export VERILOG_FILES = /design/flow/design.v
export SDC_FILE = /design/flow/constraint.sdc
export NUM_CORES = 4
export LEC_CHECK = 1
export CORE_AREA = 10 10 70 70
export DIE_AREA = 0 0 80 80
==> design/flow/constraint.sdc <==
current_design uart_tx

set clk_period 2.4
set clk_io_pct 0.2

create_clock -name clk0 -period $clk_period [get_ports {clock}]

set non_clock_inputs [all_inputs -no_clocks]
set_input_delay [expr $clk_period * $clk_io_pct] -clock clk0 $non_clock_inputs
set_output_delay [expr $clk_period * $clk_io_pct] -clock clk0 [all_outputs]
==> flow_summary_export.csv <==
group,metric,value,unit
outcome,status,"completed",
worst_setup_path,cp_max_fo,7,
logic_synthesis,top_cells_by_area,"edfxtp_1 58%, mux4_2 4.9%, nor2_1 4.9%",
logic_synthesis,syn_area,463,um^2
timing,tightest_slew,0.528,ns
clocking,cts_root_buf,"clkbuf_4",
logic_synthesis,synthMostInstantiatedCell,"edfxtp_1",
clocking,tritoncts,"yes",
pwr,swShare,32.1,%
route,vias,327,
route,first_pass_iters,4,
global_routing,grtUsageTotal,2.56,%
logic_synthesis,ys_ff,9,
worst_setup_path,crit_chain,"or3b_4 > a311o_1 > o32ai_1",
logic_synthesis,top_cell_area_share,58.4,%
timing,fmax,0.619,GHz
die,dieArea,0.00640,mm^2
placement,dp.cells,92,
die,rows,21,
die,initial_utilization,13.6,%
route,drc,0,
worst_setup_path,path_class,"reg -> reg",
logic_synthesis,synthCells,35,
pwr,p_clk_share,14.6,%
die,pin_count,12,
pwr,ir_worst_vdd,0.220,mV
placement,port_buffers,11,
finish,areaGrowthSynthToFinish,41.9,%
global_routing,overflow,0,
route,drt_iter0_drc,24,
logic_synthesis,netlist-cell-type-count,19,
finish,post-route-util,19.2,%
worst_setup_path,end_kind,"flip-flop",
logic_synthesis,yosys_warnings,1,
clocking,cts_resized,0,
hold_path,hold_class,"reg -> reg",
flow_run,warnings,25,
route,ant_nets,0,
timing,fin_setup_tns,0,ns
clocking,cts_htree_levels,1,
clocking,cts_sinks,9,
worst_setup_path,crit_path_top_delay_cell,"edfxtp_1",
pwr,seqPwrFrac,50.9,%
die,fp.coreArea,0.00342,mm^2
pwr,pwr_density_cell,1150,mW/mm^2
route,drt-wirelength-per-cell,9.10,um
worst_setup_path,critPathLaunchType,"flip-flop",
clocking,clkLatencyLatePin,0.25,ns
route,totalWireLength,874,um
flow_run,drv_cap,0,
logic_synthesis,ys_seq_share,58.4,%
worst_setup_path,max_stage_delay,0.46,ns
timing,slew_headroom,64.7,%
logic_synthesis,common_cells,"9 x edfxtp_1, 6 x nor2_1, 2 x and3_2, 2 x inv_1, 2 x xor2_1",
clocking,numCtsBuffers,3,
timing,hold_viol_final,0,
route,viasPerCell,3.41,
pwr,comb_power_share,34.5,%
placement,gp_congestion,0.701,
timing,rsz0062_at_grt,"false",
route,insertedDiodeCount,0,
global_routing,first_global_vias,316,
logic_synthesis,edf_count,9,
clocking,cts_buffer_depth,2,
clocking,postCtsSetupBuffers,0,
finish,layout-drive-gt1-share,16.0,%
logic_synthesis,async_flop_share,0,%
logic_synthesis,yosys.area.top_type,"edfxtp_1",
clocking,path_clk_slew,0.06,ns
logic_synthesis,postSynthAreaPerCell,13.2,um^2
pwr,cellLeakagePower,0.227,nW
finish,finalNonFillerCells,96,
pwr,p_switching,243,uW
logic_synthesis,ys_cells,35,
timing,period_minus_slack,1.62,ns
pwr,power,758,uW
die,die_h,80,um
die,dieWidth,80,um
timing,finalSetupViolCount,0,
placement,dp_hpwl,687,um
pwr,internal-power,515,uW
clocking,postCtsHoldBufs,0,
worst_setup_path,worstPathArrival,1.69,ns
timing,finalCritPeriodShare,67.4,%
logic_synthesis,synth-main-ff-cell,"edfxtp_1",
global_routing,grt_pass1_wl,1280,um
timing,fin_worst_skew,0.00224,ns
worst_setup_path,worstPathRequired,2.48,ns
timing,finalMaxSlewViolations,0,
global_routing,grt_max_degree,8,
logic_synthesis,yosys-stat-area,463,um^2
global_routing,grt_antenna_before_repair,0,
metal layers:
layer  track usage, %  part of all wire (%)  up-vias
met5                0                     0        -
met2             3.37                    36       16
met4            0.880                   1.9        0
met1             2.84                    45      146
li1                 -                     -      161
met3             2.39                    17        4
stage by stage:
| step | worst slack (ns) | cell area [um^2] | hold WS [ns] |
|---|---|---|---|
| 6_report | 0.783 | 657 | 0.640 |
| 5_1_grt | 0.659 | 657 | 0.679 |
| 4_1_cts | 0.775 | 657 | 0.651 |
| 3_5_place_dp | 0.598 | 631 | 0.629 |
| 3_3_place_gp | 0.606 | 631 | 0.635 |
| 2_1_floorplan | 0.889 | 463 | 0.594 |
cell usage in the layout (no fill, tap or decap):
master	netlist	final
clkbuf_4	0	3
mux4_2	1	1
nor3b_1	1	1
nor2_1	6	6
nor3_1	1	1
xnor2_1	1	1
and2_1	1	1
nand3_1	1	1
o211ai_1	1	1
and3_2	2	2
o32ai_1	1	1
clkdlybuf4s50_1	0	11
clkbuf_1	0	1
mux2_2	1	1
inv_1	2	2
edfxtp_1	9	9
a311o_1	1	1
mux2i_1	1	1
xor2_1	2	2
nand2_1	1	1
or3b_4	1	1
ha_1	1	1
registers in the layout, summed over array words and instances, names as in the netlist:
register    cells
serial_out      1
state           3
bit_count       4
done            1
worst max-delay path: cells and delay by family, from the launching register on:
| family | cells | cell delay (ns) |
|---|---|---|
| DFF | 1 | 0.46 |
| AOI/OAI and AO/OA | 2 | 0.55 |
| and+or+nand+nor | 1 | 0.43 |
final timing paths:
kind                      from           end  slack, ns  depth (start not counted)
setup / recovery      state[1]    serial_out       0.78                          3
hold reg to reg   bit_count[3]  bit_count[3]       0.64                          2
setup reg to reg      state[1]    serial_out       0.78                          3
hold / removal    bit_count[3]  bit_count[3]       0.64                          2
kinds of logic after synthesis:
kind of cell    after synthesis  synth area share [%]
simple gates                 14                  16.5
flops                         9                  58.4
compound gates                3                  5.68
xor+xnor                      3                  5.68
mux                           3                  9.46
buf+inv                       2                  1.62
fa+ha+maj                     1                  2.70
power groups by stage:
stage	Clock [mW]	Sequential (mW)	Combinational, mW
global route	0.128	0.399	0.295
CTS	0.117	0.386	0.265
finish	0.111	0.386	0.262
area by class of cell:
cell class / count / area [um^2]
Inverter: 2 / 7.51
Sequential cell: 9 / 270
Multi-Input combinational cell: 24 / 185
Tap cell: 46 / 57.6
Timing Repair Buffer: 11 / 110
Fill cell: 369 / 2760
Clock buffer: 4 / 26.3
Power figures rest on the tool's default switching activity, not on a simulated workload.
