<file path="design/flow/design.v">
`timescale 1ns / 1ps
module uart_rx(
input enable,
input clock,
input serial_in,
output reg[0:7] data,
output reg done
    );
parameter idle_state = 2'b000;
parameter data_bits = 2'b010;
parameter stop_bit = 2'b011;
parameter cleanup_state = 2'b01;
reg[1:0] state = idle_state;
reg[3:0] bit_count;
always @(posedge clock)
begin
case(state)
idle_state:
begin
bit_count = 3'b0000;
if(enable == 1'b1)
if(serial_in == 1'b0)
state <= data_bits;
end
data_bits:
begin
data[bit_count] = serial_in;
bit_count <= bit_count + 1;
if(bit_count > 7)
state <= stop_bit;
end
stop_bit:
begin
done <= 1'b1;
state <= cleanup_state;
end
cleanup_state:
begin
done <= 1'b1;
state <= idle_state;
end
default:
begin
state <= idle_state;
end
endcase
end
endmodule
</file>
<file path="design/flow/run.sh">
#!/bin/bash
# OpenROAD 26Q1-2900-gdf79404cd8, Yosys 0.63+post, stock flow scripts
make -C /OpenROAD-flow-scripts/flow DESIGN_CONFIG=/design/flow/config.mk WORK_HOME=/design/flow/orfs finish
</file>
<file path="design/flow/config.mk">
export PLATFORM = sky130hd
export DESIGN_NAME = uart_rx
export DESIGN_NICKNAME = uart_rx
export VERILOG_FILES = /design/flow/design.v
export SDC_FILE = /design/flow/constraint.sdc
export NUM_CORES = 4
export LEC_CHECK = 1
export CORE_AREA = 10 10 76 76
export DIE_AREA = 0 0 86 86
</file>
<file path="design/flow/constraint.sdc">
current_design uart_rx

set clk_period 2.9
set clk_io_pct 0.2

create_clock -name clk0 -period $clk_period [get_ports {clock}]

set non_clock_inputs [all_inputs -no_clocks]
set_input_delay [expr $clk_period * $clk_io_pct] -clock clk0 $non_clock_inputs
set_output_delay [expr $clk_period * $clk_io_pct] -clock clk0 [all_outputs]
</file>
==> impl_metrics.csv <==
group,metric,value,unit
yosys,synth_sequential_area_ratio,51.6,%
final_timing,worst_hold_slack,510,ps
critical_path,critical_path.cell_chain,"ha_1 > nand3_1 > ha_1 > nand4bb_1 > nor4_1 > mux2_1",
global_route,antenna_violations_before_repair,0,
clock_network,clock_latency,240,ps
yosys,synth_adder_area_share,7.68,%
final_timing,layout_min_cycle_time,2560,ps
global_route,grt_max_degree,11,
drt,met2WireLength,624,um
drt,dr.first_iter.drc_count,19,
placement,place.gp.congestion,0.873,
final_timing,fmaxAchievable,390,MHz
placement,detailedPlacementHpwl,1080,um
global_route,grt_usage,3.66,%
floorplan,standard_cell_rows,23,
placement,post_placement_setup_slack,374,ps
global_route,grt_overflow_total,0,
pwr,total_power_density_per_cell_area,1030,nW/um^2
critical_path,critical-path-slowest-cell,"sky130_fd_sc_hd__edfxtp_1",
clock_network,numClockSinks,14,
critical_path,end_kind,"register",
yosys,post-synth-top-area-fraction,51.6,%
yosys,syn-mean-instance-area,12.7,um^2
clock_network,number_of_cts_inserted_buffers,3,
pwr,leakage,0.362,nW
yosys,muxShareOfSynthArea,11.1,%
critical_path,critical_path_required,2890,ps
critical_path,cpMostUsedCell,"sky130_fd_sc_hd__ha_1",
yosys,area_share_of_xor_xnor_cells_in_the_synthesized_design,3.07,%
yosys,async_flop_share,0,%
clock_network,cts_root_buf,"sky130_fd_sc_hd__clkbuf_8",
global_route,first_global_vias,498,
cells_and_area,postLayoutCoreUtil,24.5,%
run,cap_viol_max_count,0,
drt,detail_route.drc_violations,0,
yosys,yosys_register_bits,14,
yosys,syn_area,815,um^2
final_timing,setup-tns-final,0,ps
drt,route.antenna.diode_count,0,
floorplan,fp.coreArea,4120,um^2
critical_path,crit_path_max_incr_delay,500,ps
run,tool_warnings,27,
floorplan,die_area,7400,um^2
critical_path,crit_fanout,9,
final_timing,setup_violations,0,
final_timing,hold_viol_final,0,
cells_and_area,fraction_of_layout_cells_with_a_size_suffix_above_1,8.00,%
pwr,worst_ir_drop_vdd,0.000538,V
placement,cell_area_after_placement,962,um^2
drt,totalWireLength,1370,um
cells_and_area,final_cell_area,1010,um^2
floorplan,dieHeight,86,um
yosys,yosys_cells,64,
final_timing,finClkSkew,2.26,ps
critical_path,cp.arrival,2550,ps
clock_network,post-cts-setup-buffers,0,
drt,firstDrtPassIters,4,
drt,average_via_count_per_standard_cell,4.18,
drt,highest_metal_used,"met4",
global_route,wire_length_of_the_first_global_routing_pass,2270,um
yosys,synth.logic.top_family,"simple AND/OR/NAND/NOR gates",
outcome,run_status,"completed",
final_timing,timing.final.max_slew_violations,0,
floorplan,core_util_floorplan,19.8,%
yosys,synth.cellmix.compoundShare,2.30,%
final_timing,finalWorstSetupSlack,338,ps
drt,routed-via-count,522,
hold_path,hold_path.class,"reg -> reg",
final_timing,period_used_share,88.3,%
critical_path,setup.worst_path.class,"reg -> reg",
placement,io_buffer_count,10,
yosys,simple_gate_share_of_the_synthesized_area,19.2,%
drt,met1_length,627,um
final_timing,rsz0062_at_grt,"false",
floorplan,num_io_pins,12,
cells_and_area,area_growth,23.7,%
clock_network,clk_transition_reported_paths,50,ps
drt,routedWlPerCell,11.0,um
clock_network,bufs_on_longest_clock_path,2,
floorplan,chipWidth,86,um
clock_network,ctsHoldBuffers,0,
yosys,synth.distinct_cells,26,
critical_path,crit_path_start_kind,"register",
yosys,ff_type,"sky130_fd_sc_hd__edfxtp_1",
clock_network,number_of_gates_resized_after_cts,0,
yosys,post_synth_main_area_contributors,"sky130_fd_sc_hd__edfxtp_1 52%, sky130_fd_sc_hd__mux2_1 11%, sky130_fd_sc_hd__ha_1 7.7%",
clock_network,cts-htree-levels,1,
drt,dr_wl_met3,103,um
clock_network,cts_tree,"yes",
yosys,synth_top_cell_by_area,"sky130_fd_sc_hd__edfxtp_1",
drt,drtAntennaViolNets,0,
yosys,synthCells,64,
yosys,yosys-stat-area,815,um^2
yosys,enable_flop_cells,14,
yosys,yosysWarnings,1,
==> cell usage in the layout, fill, tap and decap left out <==
cell,Yosys,routed
sky130_fd_sc_hd__edfxtp_1,14,14
sky130_fd_sc_hd__clkdlybuf4s50_1,0,10
sky130_fd_sc_hd__mux2_1,8,8
sky130_fd_sc_hd__inv_1,5,5
sky130_fd_sc_hd__nor4_1,5,5
sky130_fd_sc_hd__ha_1,5,5
sky130_fd_sc_hd__nor2_1,3,3
sky130_fd_sc_hd__clkbuf_8,0,3
sky130_fd_sc_hd__and2_1,2,2
sky130_fd_sc_hd__nand3_1,2,2
sky130_fd_sc_hd__nand4_1,2,2
sky130_fd_sc_hd__nand2_1,1,1
sky130_fd_sc_hd__inv_2,1,1
sky130_fd_sc_hd__nand2b_1,1,1
sky130_fd_sc_hd__nand4bb_1,1,1
sky130_fd_sc_hd__or3b_1,1,1
sky130_fd_sc_hd__xor2_1,1,1
sky130_fd_sc_hd__and4bb_1,1,1
sky130_fd_sc_hd__nor3b_1,1,1
sky130_fd_sc_hd__xnor2_2,1,1
sky130_fd_sc_hd__or3_1,1,1
sky130_fd_sc_hd__nor4bb_1,1,1
sky130_fd_sc_hd__and4bb_2,1,1
sky130_fd_sc_hd__o2111ai_1,1,1
sky130_fd_sc_hd__a221o_1,1,1
sky130_fd_sc_hd__conb_1,1,1
sky130_fd_sc_hd__clkinv_1,0,1
==> final timing paths <==
check	depth (start not counted)	end	slack (ps)	from
setup / recovery	6	data[3]$_DFFE_PN_	340	bit_count[0]$_SDFFCE_PN0N_
hold / removal	0	state[0]$_DFFE_PP_	510	state[1]$_DFFE_PP_
setup reg to reg	6	data[3]$_DFFE_PN_	340	bit_count[0]$_SDFFCE_PN0N_
hold reg to reg	0	state[0]$_DFFE_PP_	510	state[1]$_DFFE_PP_
==> cell usage after synthesis (all sizes together) (2+ instances only) <==
library cell	count
nand4	2
ha	5
clkbuf	2
nor2	3
nand3	2
and2	2
and4bb	2
edfxtp	14
nor4	5
mux2	8
inv	6
==> critical path: cells and delay by family (launching register included) <==
family | cells | cell delay, ps
fa+ha+maj | 2 | 620
flops | 1 | 500
mux | 1 | 350
simple gates | 3 | 830
==> metrics by stage <==
stage	power, mW	std cells
finish	1.04	125
global route	1.13	125
CTS	1.05	125
detailed placement	0.886	121
global placement	0.875	121
floorplan	0.725	64
==> power by group <==
part	internal, mW	switching (mW)
clock	0.0934	0.0613
sequential	0.362	0.0705
combinational	0.226	0.224
total	0.681	0.356
==> per-layer routing <==
| metal | vias to the layer above | track usage (%) |
|---|---|---|
| met5 | - | 0 |
| met4 | 0 | 0.749 |
| met3 | 2 | 1.72 |
| met2 | 20 | 5.21 |
| met1 | 234 | 4.99 |
| li1 | 266 | - |
==> final cells by class <==
cell class / instances / area [um^2]
Sequential cell: 14 / 420
Multi-Input combinational cell: 41 / 357
Clock inverter: 1 / 3.75
Tap cell: 50 / 62.6
Fill cell: 417 / 3110
Clock buffer: 3 / 41.3
Inverter: 6 / 22.5
Timing Repair Buffer: 10 / 100
==> cell families after synthesis <==
kind of cell | Yosys count
and+or+nand+nor | 23
DFF | 14
buffers and inverters | 9
muxes | 8
adders and majority gates | 5
AOI/OAI and AO/OA | 2
xor gates and xnor gates | 2
other | 1
==> flip-flops by register name, indices dropped and copies added (netlist names) <==
signal     count
data           8
bit_count      4
state          2
Power and IR drop assume default switching activity.
